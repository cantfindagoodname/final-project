<file path="config.mk">
export PLATFORM = sky130hd
export DESIGN_NAME = finalproject
export DESIGN_NICKNAME = finalproject
export VERILOG_FILES = /design/flow/design.v
export SDC_FILE = /design/flow/constraint.sdc
export NUM_CORES = 4
export LEC_CHECK = 1
export CORE_UTILIZATION = 50
</file>
<file path="constraint.sdc">
current_design finalproject

set clk_period 16.1
set clk_io_pct 0.2

create_clock -name clk0 -period $clk_period [get_ports {clk}]

set non_clock_inputs [all_inputs -no_clocks]
set_input_delay [expr $clk_period * $clk_io_pct] -clock clk0 $non_clock_inputs
set_output_delay [expr $clk_period * $clk_io_pct] -clock clk0 [all_outputs]
</file>
<file path="design.v">
module finalproject(clk,rst,keypad_row,keypad_col,dot_row,dot_col,seven_seg);
	input clk,rst;
	output reg [3:0] keypad_row;
	input [3:0] keypad_col;
	output reg [7:0] dot_row,dot_col;
	output reg [6:0] seven_seg;
	reg [31:0] cnt_div,cnt_dot;
	reg [7:0] dot_col_buf[0:7];
	reg [3:0] keypad_buf;
	reg [2:0] row_count;
	wire clk_div, clk_dot, clk_spn;  
	clk_divide div(.clk(clk), .rst(rst), .div_clk(clk_div), .frequency(32'd250000));
	clk_divide dot(.clk(clk), .rst(rst), .div_clk(clk_dot), .frequency(32'd5000));
	clk_divide spn(.clk(clk), .rst(rst), .div_clk(clk_spn), .frequency(32'd25000000));
	reg [7:0] rnd_seq;
	reg [7:0] rnd_num;
	always @(rnd_seq) begin
		rnd_num = (rnd_seq[6:3] * rnd_seq[4:1]);
		rnd_num[3:0] = {rnd_seq[7], rnd_num[3], rnd_num[5], rnd_seq[0]};
	end
	always @(posedge clk_spn or negedge rst) begin		
	if (~rst)
		rnd_seq <= 8'd1; 
	else
		rnd_seq <= {rnd_seq[6:0], rnd_seq[7] ^ rnd_seq[5] ^ rnd_seq[4] ^ rnd_seq[3]};
	end
	integer it;
	always@ (posedge clk_dot or negedge rst)
	begin
		if (~rst)
		begin
			dot_row <= 8'd0;
			dot_col <= 8'd0;
			row_count <= 3'd0;
		end
		else
		begin
		    row_count <= row_count + 1;
		    dot_col <= dot_col_buf[row_count];
		    case (row_count)
				3'd0: dot_row <= 8'b01111111;
				3'd1: dot_row <= 8'b10111111;
				3'd2: dot_row <= 8'b11011111;
				3'd3: dot_row <= 8'b11101111;
				3'd4: dot_row <= 8'b11110111;
				3'd5: dot_row <= 8'b11111011;
				3'd6: dot_row <= 8'b11111101;
				3'd7: dot_row <= 8'b11111110;
			endcase
		end
	end
	reg [15:0] signal;
	reg [31:0] count [15:0];
	always@(posedge clk_div or negedge rst)
	begin
		if (~rst)
		begin
			dot_col_buf[0] <= 8'd0;
			dot_col_buf[1] <= 8'd0;
			dot_col_buf[2] <= 8'd0;
			dot_col_buf[3] <= 8'd0;
			dot_col_buf[4] <= 8'd0;
			dot_col_buf[5] <= 8'd0;
			dot_col_buf[6] <= 8'd0;
			dot_col_buf[7] <= 8'd0;
		end
		else
		begin
			case(rnd_num[5:2])
				4'hf:begin
					signal[0]<=1'b1;
					dot_col_buf[0]<=8'b11000000|dot_col_buf[0];
					dot_col_buf[1]<=8'b11000000|dot_col_buf[1];
				end
				4'he:begin
					signal[1]<=1'b1;
					dot_col_buf[0]<=8'b00110000|dot_col_buf[0];
					dot_col_buf[1]<=8'b00110000|dot_col_buf[1];
				end
				4'hd:begin
					signal[2]<=1'b1;
					dot_col_buf[0]<=8'b00001100|dot_col_buf[0];
					dot_col_buf[1]<=8'b00001100|dot_col_buf[1];
				end
				4'hc:begin
					signal[3]<=1'b1;
					dot_col_buf[0]<=8'b00000011|dot_col_buf[0];
					dot_col_buf[1]<=8'b00000011|dot_col_buf[1];
				end
				4'hb:begin
					signal[4]<=1'b1;
					dot_col_buf[2]<=8'b11000000|dot_col_buf[2];
					dot_col_buf[3]<=8'b11000000|dot_col_buf[3];
				end
				4'h3:begin
					signal[5]<=1'b1;
					dot_col_buf[2]<=8'b00110000|dot_col_buf[2];
					dot_col_buf[3]<=8'b00110000|dot_col_buf[3];
				end
				4'h6:begin
					signal[6]<=1'b1;
					dot_col_buf[2]<=8'b00001100|dot_col_buf[2];
					dot_col_buf[3]<=8'b00001100|dot_col_buf[3];
				end
				4'h9:begin
					signal[7]<=1'b1;
					dot_col_buf[2]<=8'b00000011|dot_col_buf[2];
					dot_col_buf[3]<=8'b00000011|dot_col_buf[3];
				end
				4'ha:begin
					signal[8]<=1'b1;
					dot_col_buf[4]<=8'b11000000|dot_col_buf[4];
					dot_col_buf[5]<=8'b11000000|dot_col_buf[5];
				end
				4'h2:begin
					signal[9]<=1'b1;
					dot_col_buf[4]<=8'b00110000|dot_col_buf[4];
					dot_col_buf[5]<=8'b00110000|dot_col_buf[5];
				end
				4'h5:begin
					signal[10]<=1'b1;
					dot_col_buf[4]<=8'b00001100|dot_col_buf[4];
					dot_col_buf[5]<=8'b00001100|dot_col_buf[5];
				end
				4'h8:begin
					signal[11]<=1'b1;
					dot_col_buf[4]<=8'b00000011|dot_col_buf[4];
					dot_col_buf[5]<=8'b00000011|dot_col_buf[5];
				end
				4'h0:begin
					signal[12]<=1'b1;
					dot_col_buf[6]<=8'b11000000|dot_col_buf[6];
					dot_col_buf[7]<=8'b11000000|dot_col_buf[7];
				end
				4'h1:begin
					signal[13]<=1'b1;
					dot_col_buf[6]<=8'b00110000|dot_col_buf[6];
					dot_col_buf[7]<=8'b00110000|dot_col_buf[7];
				end
				4'h4:begin
					signal[14]<=1'b1;
					dot_col_buf[6]<=8'b00001100|dot_col_buf[6];
					dot_col_buf[7]<=8'b00001100|dot_col_buf[7];
				end
				4'h7:begin
					signal[15]<=1'b1;
					dot_col_buf[6]<=8'b00000011|dot_col_buf[6];
					dot_col_buf[7]<=8'b00000011|dot_col_buf[7];
				end
			endcase
			for(it=0;it<16;it=it+1) begin
				if(signal[it]==1'b1) begin
					if(count[it]==32'd500) begin
						count[it]<=32'd0;
						case(it)
							0:begin
								signal[0]<=1'b0;
								dot_col_buf[0]<=8'b00111111&dot_col_buf[0];
								dot_col_buf[1]<=8'b00111111&dot_col_buf[1];
							end
							1:begin
								signal[1]<=1'b0;
								dot_col_buf[0]<=8'b11001111&dot_col_buf[0];
								dot_col_buf[1]<=8'b11001111&dot_col_buf[1];
							end
							2:begin
								signal[2]<=1'b0;
								dot_col_buf[0]<=8'b11110011&dot_col_buf[0];
								dot_col_buf[1]<=8'b11110011&dot_col_buf[1];
							end
							3:begin
								signal[3]<=1'b0;
								dot_col_buf[0]<=8'b11111100&dot_col_buf[0];
								dot_col_buf[1]<=8'b11111100&dot_col_buf[1];
							end
							4:begin
								signal[4]<=1'b0;
								dot_col_buf[2]<=8'b00111111&dot_col_buf[2];
								dot_col_buf[3]<=8'b00111111&dot_col_buf[3];
							end
							5:begin
								signal[5]<=1'b0;
								dot_col_buf[2]<=8'b11001111&dot_col_buf[2];
								dot_col_buf[3]<=8'b11001111&dot_col_buf[3];
							end
							6:begin
								signal[6]<=1'b0;
								dot_col_buf[2]<=8'b11110011&dot_col_buf[2];
								dot_col_buf[3]<=8'b11110011&dot_col_buf[3];
							end
							7:begin
								signal[7]<=1'b0;
								dot_col_buf[2]<=8'b11111100&dot_col_buf[2];
								dot_col_buf[3]<=8'b11111100&dot_col_buf[3];
							end
							8:begin
								signal[8]<=1'b0;
								dot_col_buf[4]<=8'b00111111&dot_col_buf[4];
								dot_col_buf[5]<=8'b00111111&dot_col_buf[5];
							end
							9:begin
								signal[9]<=1'b0;
								dot_col_buf[4]<=8'b11001111&dot_col_buf[4];
								dot_col_buf[5]<=8'b11001111&dot_col_buf[5];
							end
							10:begin
								signal[10]<=1'b0;
								dot_col_buf[4]<=8'b11110011&dot_col_buf[4];
								dot_col_buf[5]<=8'b11110011&dot_col_buf[5];
							end
							11:begin
								signal[11]<=1'b0;
								dot_col_buf[4]<=8'b11111100&dot_col_buf[4];
								dot_col_buf[5]<=8'b11111100&dot_col_buf[5];
							end
							12:begin
								signal[12]<=1'b0;
								dot_col_buf[6]<=8'b00111111&dot_col_buf[6];
								dot_col_buf[7]<=8'b00111111&dot_col_buf[7];
							end
							13:begin
								signal[13]<=1'b0;
								dot_col_buf[6]<=8'b11001111&dot_col_buf[6];
								dot_col_buf[7]<=8'b11001111&dot_col_buf[7];
							end
							14:begin
								signal[14]<=1'b0;
								dot_col_buf[6]<=8'b11110011&dot_col_buf[6];
								dot_col_buf[7]<=8'b11110011&dot_col_buf[7];
							end
							15:begin
								signal[15]<=1'b0;
								dot_col_buf[6]<=8'b11111100&dot_col_buf[6];
								dot_col_buf[7]<=8'b11111100&dot_col_buf[7];
							end
						endcase
					end	
					else begin
						count[it] <= count[it] + 32'd1;
					end
				end
				else begin end
			end
		end
	end
	always@(*)
	begin
		case(rnd_num[5:2])
		4'h0:seven_seg = 7'b1000000;
		4'h1:seven_seg = 7'b1111001;
		4'h2:seven_seg = 7'b0100100;
		4'h3:seven_seg = 7'b0110000;
		4'h4:seven_seg = 7'b0011001;
		4'h5:seven_seg = 7'b0010010;
		4'h6:seven_seg = 7'b0000010;
		4'h7:seven_seg = 7'b1111000;
		4'h8:seven_seg = 7'b0000000;
		4'h9:seven_seg = 7'b0010000;
		4'ha:seven_seg = 7'b0001000;
		4'hb:seven_seg = 7'b0000011;
		4'hc:seven_seg = 7'b1000110;
		4'hd:seven_seg = 7'b0100001;
		4'he:seven_seg = 7'b0000110;
		4'hf:seven_seg = 7'b0001110;
		endcase
	end
endmodule
module clk_divide(clk, rst, div_clk, frequency);
input clk, rst;
input [31:0] frequency;
output div_clk;
reg div_clk;
reg [31:0] count;
always@(posedge clk)
begin
	if(!rst)
	begin
		count <= 32'd0;
		div_clk <= 1'b0;
	end
	else
	begin
		if(count==frequency)
		begin
			count <= 32'd0;
			div_clk <= ~div_clk;
		end
		else
		begin
			count <= count + 32'd1;
		end
	end
end
endmodule
</file>
<file path="run.sh">
#!/bin/bash
# OpenROAD 26Q1-2900-gdf79404cd8, Yosys 0.63+post, stock flow scripts
make -C /OpenROAD-flow-scripts/flow DESIGN_CONFIG=/design/flow/config.mk WORK_HOME=/design/flow/orfs finish
</file>
==> impl_metrics.py <==
# Physical implementation metrics
metrics = {
    "synthesis": {
        "synth_area_um2": 35700,
        "yosys.cell_types.count": 71,
        "top_area_cell": "edfxtp_1",
        "synth-async-reset-ratio": 0.127,
        "synthTopCellsByArea": "edfxtp_1 (44%), xnor2_1 (8.8%), dfrtp_1 (6.3%), dfxtp_1 (5.6%), xor2_1 (5.0%)",
        "syn_area_per_cell_um2": 11.1,
        "ys_seq_frac": 0.564,
        "synthCells": 3218,
        "edf_count": 528,
        "ys_area_um2": 35700,
        "top_area_frac": 0.444,
        "ys_warn_count": 8,
        "ys_seq_elements": 718,
        "ys.flop_type": "edfxtp_1",
        "ys_cells": 3218,
    },
    "finish": {
        "nFillCells": 5854,
        "syn_to_final_growth_pct": 4.90,
        "combGateArea_um2": 14900,
        "finalInstanceArea_um2": 37400,
        "drive_gt1_frac": 0.0303,
        "regArea_um2": 20100,
    },
    "worst_setup_path": {
        "worstSetupPathType": "primary input to flip-flop",
        "path_max_fanout": 51,
        "cp.required_ns": 16.37,
        "arrival_ns": 4.62,
        "cp-end-kind": "flip-flop",
        "worstRegToRegCells": 5,
        "startpoint_type": "primary input",
    },
    "die": {
        "core_area_um2": 70400,
        "rows": 97,
        "fp_util": 0.507,
        "die_y_um": 269,
        "pin_count": 33,
        "die_x_um": 269,
        "die_area_um2": 72500,
    },
    "clocking": {
        "clockBufferDepth": 2,
        "clkTransAtPathRegs_ns": 0.07,
        "cts_hold_buf": 0,
        "clock_latency_ns": 0.35,
        "root_buffer": "clkbuf_16",
        "tritoncts": "done",
        "cts_setup_buffers": 0,
        "numCtsBuffers": 9,
        "cts_resized": 0,
        "htree_levels": 3,
    },
    "final_timing": {
        "worst_pin_slew_ns": 0.891,
        "max_freq_mhz": 230,
        "slew_headroom": 0.406,
        "unclocked_regs": 619,
        "grt_setup_unrepaired": "no",
        "setup_viol": 0,
        "hold_viol": 0,
        "fin_setup_tns_ns": 0,
        "finClkSkew_ns": 0.0150,
        "fin_crit_sh": 0.270,
        "drv_slew": 0,
        "untimed_endpoints": 1170,
        "layout_min_cycle_time_ns": 4.35,
    },
    "placed_design": {
        "placed_cell_area_um2": 37200,
        "portBuffers": 24,
        "hpwl_mm": 44.7,
        "routabilityCongestion": 0.832,
    },
    "grt": {
        "grt_pass1_wl_mm": 106,
        "grt_overflow_total": 0,
        "gr-usage-all-layers": 0.183,
        "grtUsageMet3": 0.0363,
        "met1_usage": 0.330,
        "antenna_found_initial": 0,
        "grt_max_degree": 102,
        "busiest_layer": "met1",
        "grt_util_met2": 0.263,
        "grt_pass1_vias": 21800,
    },
    "detailed_routing": {
        "drc_errors": 0,
        "drtAntennaViolNets": 0,
        "viasPerCell": 5.49,
        "wl_per_cell_um": 14.7,
        "drt_pass1_iterations": 6,
        "vias": 22900,
        "antenna_cells": 0,
        "routed_wl_mm": 61.3,
        "drt_iter0_drc": 1455,
    },
    "run_status": {
        "status": "completed",
    },
    "power_and_ir_drop": {
        "combPwrFrac": 0.063,
        "intPower_w": 0.000370,
        "power_frac_seq": 0.521,
        "power_switching_w": 0.000126,
        "p_sw_frac": 0.255,
        "clkPwrFrac": 0.416,
        "leakage_nw": 12.8,
        "power_density_nw_per_um2": 13.3,
        "vdd_ir_drop_max_v": 0.0000589,
    },
    "job": {
        "tool_warnings": 58,
        "drv_cap": 0,
    },
    "hold_path": {
        "min_path_cells": 1,
        "hold_path.class": "flip-flop to flip-flop",
    },
}
-- metrics by stage --
step	setup slack [ns]	util	std cells	hold WS, ns	total power, W
finish	11.75	0.532	4170	0.459	0.000496
global route	11.53	0.532	4170	0.497	0.000519
CTS	11.70	0.532	4170	0.467	0.000504
detailed placement	11.34	0.528	4154	0.449	0.000297
global placement	11.39	0.528	4154	0.446	0.000296
floorplan	8.09	-	3221	0.430	0.000283
-- area by class of cell --
cell class,count,area share
Multi-Input combinational cell,2329,0.399
Clock inverter,7,0.00157
Timing Repair Buffer,67,0.0151
Sequential cell,718,0.537
Inverter,100,0.0100
Clock buffer,9,0.00601
Tap cell,940,0.0314
-- kinds of logic (layout without fill, tap and decap cells) --
kind of cell	Yosys count	after routing	share of synthesized area
compound gates	163	163	0.0317
buf+inv	174	183	0.0195
flops	718	718	0.564
xor+xnor	564	564	0.139
simple gates	1521	1521	0.219
other cells	1	4	0.000105
fa+ha+maj	57	57	0.0206
mux	20	20	0.00610
-- Yosys cell counts (6+ instances only) --
cell type / number
edfxtp_1: 528
nor2_1: 373
xnor2_1: 358
nand2_1: 301
nand3_1: 252
xor2_1: 203
nand4_1: 127
and3_1: 124
inv_1: 100
dfxtp_1: 99
nor4_1: 94
dfrtp_1: 90
and4_1: 57
ha_1: 54
nor3_1: 45
clkbuf_1: 44
and2_1: 42
o21a_1: 39
nor4b_1: 27
o21ai_0: 26
a21oi_1: 25
nor2b_1: 21
a21o_1: 17
buf_2: 16
mux2_2: 14
a222oi_1: 11
nand2b_1: 10
a41oi_1: 9
or3_1: 8
a31oi_1: 7
buf_1: 7
buf_4: 6
mux2i_1: 6
o31ai_1: 6
or4_1: 6
-- worst max-delay path: stages --
cell and delay (ns):
buf_6 0.25, buf_4 0.58, nand2b_1 0.10, buf_4 0.26, a21oi_1 0.14
-- power by group through the flow --
| stage | Sequential [W] | Clock [W] | Combinational (W) |
|---|---|---|---|
| 4_1_cts | 0.000258 | 0.000213 | 0.0000327 |
| 5_1_grt | 0.000259 | 0.000224 | 0.0000361 |
| 6_report | 0.000258 | 0.000206 | 0.0000314 |
-- cells in the final DEF, fill, tap and decap left out, types with 7 or more instances in the layout --
cell type,instances
a222oi_1,11
nor2_1,373
dfxtp_1,98
and3_1,124
nand2b_1,10
nand2_1,301
a41oi_1,9
or3_1,8
nor4_2,7
buf_4,43
nor2b_1,21
and2_1,42
nor4b_1,27
nor3_1,45
nand3_1,252
clkbuf_16,9
o21a_1,39
ha_1,54
a21o_1,17
nor4_1,90
dfrtp_1,90
mux2_2,14
and4_1,57
clkdlybuf4s50_1,23
o21ai_0,26
inv_1,100
a31oi_1,7
a21oi_1,25
nand4_1,127
edfxtp_1,528
xor2_1,203
xnor2_1,358
-- metal layers --
layer / share of wire / routed length [um] / up-vias
met5: 0 / 0 / -
met4: 0.0032 / 198 / 0
met3: 0.051 / 3110 / 14
met2: 0.45 / 27400 / 438
met1: 0.50 / 30600 / 10900
li1: - / - / 11500
-- state kept, by name, indices dropped and copies added (netlist names) --
register / flops
dot_col: 8
dot_col_buf: 64
rnd_seq: 8
dot_row: 8
row_count: 3
spn.div_clk: 1
signal: 16
div.count: 32
count: 512
dot.div_clk: 1
spn.count: 32
div.div_clk: 1
dot.count: 32
-- worst paths after layout --
check | startpoint | end | slack [ns]
worst max register to register | dot.count[14] | dot.count[9] | 13.86
worst min register to register | spn.count[0] | spn.count[0] | 0.46
worst max-delay path | rst | div.count[31] | 11.75
worst min-delay path | spn.count[0] | spn.count[0] | 0.46
Power is estimated from default activity; no workload was simulated.
